File: flow/design.v
`timescale 1ns / 1ps
module eth_rxstatem (MRxClk, Reset, MRxDV, Transmitting, MRxDEq5, MRxDEqD, 
                     IFGCounterEq24, ByteCntMaxFrame, StateData, StateIdle, StatePreamble, StateSFD, 
                     StateDrop
                    );
input         MRxClk;
input         Reset;
input         MRxDV;
input         MRxDEq5;
input         Transmitting;
input         MRxDEqD;
input         IFGCounterEq24;
input         ByteCntMaxFrame;
output [1:0]  StateData;
output        StateIdle;
output        StateDrop;
output        StatePreamble;
output        StateSFD;
reg           StateData0;
reg           StateData1;
reg           StateIdle;
reg           StateDrop;
reg           StatePreamble;
reg           StateSFD;
wire          StartIdle;
wire          StartDrop;
wire          StartData0;
wire          StartData1;
wire          StartPreamble;
wire          StartSFD;
assign StartIdle = ~MRxDV & (StateDrop | StatePreamble | StateSFD | (|StateData));
assign StartPreamble = MRxDV & ~MRxDEq5 & (StateIdle & ~Transmitting);
assign StartSFD = MRxDV & MRxDEq5 & (StateIdle & ~Transmitting | StatePreamble);
assign StartData0 = MRxDV & (StateSFD & MRxDEqD & IFGCounterEq24 | StateData1);
assign StartData1 = MRxDV & StateData0 & (~ByteCntMaxFrame);
assign StartDrop = MRxDV & (StateIdle & Transmitting | StateSFD & ~IFGCounterEq24 &
                   MRxDEqD |  StateData0 &  ByteCntMaxFrame);
always @ (posedge MRxClk or posedge Reset)
begin
  if(Reset)
    begin
      StateIdle     <=  1'b0;
      StateDrop     <=  1'b1;
      StatePreamble <=  1'b0;
      StateSFD      <=  1'b0;
      StateData0    <=  1'b0;
      StateData1    <=  1'b0;
    end
  else
    begin
      if(StartPreamble | StartSFD | StartDrop)
        StateIdle <=  1'b0;
      else
      if(StartIdle)
        StateIdle <=  1'b1;
      if(StartIdle)
        StateDrop <=  1'b0;
      else
      if(StartDrop)
        StateDrop <=  1'b1;
      if(StartSFD | StartIdle | StartDrop)
        StatePreamble <=  1'b0;
      else
      if(StartPreamble)
        StatePreamble <=  1'b1;
      if(StartPreamble | StartIdle | StartData0 | StartDrop)
        StateSFD <=  1'b0;
      else
      if(StartSFD)
        StateSFD <=  1'b1;
      if(StartIdle | StartData1 | StartDrop)
        StateData0 <=  1'b0;
      else
      if(StartData0)
        StateData0 <=  1'b1;
      if(StartIdle | StartData0 | StartDrop)
        StateData1 <=  1'b0;
      else
      if(StartData1)
        StateData1 <=  1'b1;
    end
end
assign StateData[1:0] = {StateData1, StateData0};
endmodule
`timescale 1ns / 1ps
module udp_wrapper(
    input wire clk,
    input wire reset,
    input   wire [31:0]  axi_str_rxd_tdata,
    input   wire         axi_str_rxd_tlast,
    output  wire         axi_str_rxd_tready,
    input   wire         axi_str_rxd_tvalid,
    output  wire  [31:0]  axi_str_txd_tdata,
    output  wire          axi_str_txd_tlast,
    input   wire          axi_str_txd_tready,
    output  wire          axi_str_txd_tvalid,
    output  wire          end_of_frame_out,
    output  wire          data_valid_out,
    output  wire  [31:0]  data_out,
    input   wire       phy_col,
    input   wire       phy_crs,
    input   wire       phy_rx_clk,
    input   wire       phy_dv,
    input   wire       phy_rx_er,
    input   wire[3:0]  phy_rx_data,
    input   wire       phy_tx_clk
    );
    wire          Transmitting;
    reg           sending = 0;
    assign        Transmitting = sending;
    reg           done_sending = 0;
    wire [1:0]    StateData;
    wire          StateIdle;
    wire          StatePreamble;
    wire          StateSFD; 
    wire          StateDrop;
    wire MRxDEqD;
    wire MRxDEq5;
    assign MRxDEqD = phy_rx_data == 4'hd;  
    assign MRxDEq5 = phy_rx_data == 4'h5;
    wire IFGCounterEq24;
    wire ByteCntMaxFrame;
    assign IFGCounterEq24 = 1;
    assign ByteCntMaxFrame = 0;
    eth_rxstatem ETH_MAC_STATE(
        .MRxClk(phy_rx_clk),
        .Reset(reset),
        .MRxDV(phy_dv),
        .Transmitting(Transmitting),
        .MRxDEq5(MRxDEq5),
        .MRxDEqD(MRxDEqD), 
        .IFGCounterEq24(IFGCounterEq24),
        .ByteCntMaxFrame(ByteCntMaxFrame),
        .StateData(StateData),
        .StateIdle(StateIdle),
        .StatePreamble(StatePreamble),
        .StateSFD(StateSFD), 
        .StateDrop(StateDrop)
    );
    localparam MAX_NUM_PACKETS = 1;
    reg[7:0] packet_buffer  [0:MAX_NUM_PACKETS-1][0:500];
    integer packet_to_read;
    integer packet_to_read_i;
    integer packet_to_read_length;
    integer packet_to_send;
    integer packet_to_send_i;
    integer packet_to_send_length;
    reg         data_valid;
    reg[31:0]   data;
    reg         end_of_frame;
    always @ (posedge phy_rx_clk)
    begin
        if(reset)
            begin
                sending = 0;
                packet_to_read = 0;
                packet_to_read_i = 0;
                packet_to_read_length = 0;
                packet_to_send_length = 0;
            end
        else if(axi_str_txd_tready == 1'b0)
            begin
            end
        else
            begin
            if(sending == 1 && done_sending == 1)
                begin
                    sending = 0;
                    packet_to_read = 0;
                    packet_to_read_i = 0;
                    packet_to_read_length = 0;
                    packet_to_send_length = 0;
                end
            else if(sending == 0)
                begin
                    if(StateIdle)
                        begin
                            if(packet_to_read_i > 0)
                            begin
                                sending = 1;
                                packet_to_read_length = packet_to_read_i;
                                packet_to_send_length = packet_to_read_i;
                                packet_to_read_i = 0;
                            end
                        end
                    else if(StateDrop)
                        begin
                            packet_to_read_i = 0;
                        end    
                    else if(StatePreamble | StateSFD)
                        begin
                            packet_to_read = 0;
                            packet_to_read_length = 0;
                            packet_to_send_length = 0;
                            packet_to_read_i = 0;
                        end
                    else if(StateData[0] == 1'b1)
                        begin
                            packet_buffer[packet_to_read][packet_to_read_i]  <=  phy_rx_data;
                        end
                    else if(StateData[1] == 1'b1)
                        begin
                            packet_buffer[packet_to_read][packet_to_read_i] <= (packet_buffer[packet_to_read][packet_to_read_i]) | (phy_rx_data << 4);
                            packet_to_read_i = packet_to_read_i + 1;
                        end
                end
            end
    end
    always @ (posedge clk)
    begin
        if(reset)
            begin
                done_sending = 0;
                packet_to_send = 0;
                packet_to_send_i = 0;
                data_valid = 1'b0;
                data = 32'hAAAA0001;
                end_of_frame = 1'b0;
            end
        else if(axi_str_txd_tready == 1'b0)
            begin
                data_valid = 1'b0;
            end
        else if(sending == 0 && done_sending == 1)
            begin
                done_sending = 0;
                data_valid = 1'b0;
                data = 32'hAAAA0002;
                end_of_frame = 1'b0;
            end
        else if(sending == 1 && done_sending == 0)
            begin
                if(packet_to_send_i == packet_to_send_length)
                    begin
                        done_sending = 1;
                        data = 32'hAAAA0003;
                        data_valid = 1'b0;
                        end_of_frame = 1'b0;
                        packet_to_send_i = 0;
                    end
                else if(packet_to_send_i + 1 == packet_to_send_length)
                    begin
                        data = packet_buffer[packet_to_send][packet_to_send_i];
                        data_valid = 1'b1;
                        end_of_frame = 1'b1;
                        packet_to_send_i = packet_to_send_i + 1;
                    end
                else
                    begin
                        data = packet_buffer[packet_to_send][packet_to_send_i];
                        data_valid = 1'b1;
                        end_of_frame = 1'b0;
                        packet_to_send_i = packet_to_send_i + 1;
                    end
            end
        else
            begin
                data = 32'hAAAA0004;
                data_valid = 1'b0;
                end_of_frame = 1'b0;
            end
    end
    assign axi_str_txd_tdata = data;
    assign axi_str_txd_tlast = end_of_frame;
    assign axi_str_txd_tvalid = data_valid;
    assign axi_str_rxd_tready = 0;
    assign  data_out = data;
    assign  end_of_frame_out = end_of_frame;
    assign  data_valid_out = data_valid;
endmodule
File: flow/run.sh
#!/bin/bash
# OpenROAD 26Q1-2900-gdf79404cd8, Yosys 0.63+post, stock flow scripts
make -C /OpenROAD-flow-scripts/flow DESIGN_CONFIG=/design/flow/config.mk WORK_HOME=/design/flow/orfs finish
File: flow/config.mk
export PLATFORM = sky130hd
export DESIGN_NAME = udp_wrapper
export DESIGN_NICKNAME = udp_wrapper
export VERILOG_FILES = /design/flow/design.v
export SDC_FILE = /design/flow/constraint.sdc
export NUM_CORES = 4
export LEC_CHECK = 1
export CORE_UTILIZATION = 40
File: flow/constraint.sdc
current_design udp_wrapper

set clk_period 104.1
set clk_io_pct 0.2

create_clock -name clk0 -period $clk_period [get_ports {clk}]
create_clock -name clk1 -period $clk_period [get_ports {phy_rx_clk}]

set non_clock_inputs [all_inputs -no_clocks]
set_input_delay [expr $clk_period * $clk_io_pct] -clock clk0 $non_clock_inputs
set_output_delay [expr $clk_period * $clk_io_pct] -clock clk0 [all_outputs]
==> summary.txt <==
The implementation run finished. met2 is the most crowded layer. TritonCTS built the clock tree. The critical path endpoint has a required time of 104.76 ns. Fraction of synthesis flops using an asynchronous set or reset pin landed at 0.00146. The critical path is of the in2reg type. The detailed router finished its first iteration with 9,440 violations. Final max-slew violation count landed at 0. The share of synthesized area in the top cell type comes to 0.715.

The global routing report lists met3 layer usage as 0.280. For this run the detailed placement stage logged an HPWL of 394,000 µm. For reference, the top cells by area after synthesis are edfxtp_1 (72%), nand2_1 (5.2%), mux2i_1 (3.4%).

Overall power consumption after layout is estimated at 3.28 mW. Total count of hold-check failures in the final report landed at 0. Leaving out filler cells and counting taps, the final layout contains 18.1k.

Port buffering added 43 buffers. Average via count per standard cell landed at 6.08. From the final report, the count of setup violators was given as 0. In this run the tightest slew margin relative to its limit is 0.0833. Global routing met1 resource utilization landed at 0.343. Average instance area after synthesis landed at 14.0 µm². Routed wire length landed at 628,000 µm. Share of the core filled by cells before placement landed at 0.403. Among all stages on the critical path, the largest delay is contributed by buf_4.

The run finished with clean final reports. The analysis attributes to cell leakage a power of 64.5 nW. Across all stage logs, warnings added up to 91.

Yosys reported a register bit count of 4,123. Number of global-route vias before repair landed at 110k. In this run the full chip footprint comes out at 423,000 µm². Number of distinct library cell variants in the gate-level netlist after synthesis landed at 104.

Number of top-level pins landed at 116. For reference, the clock transition at the flip-flops on the worst setup and hold paths is 0.07 ns. The post-synth count of flops with an enable pin is 4,008. Cell area after placement landed at 176,000 µm². After global routing the overflow that remains totals 0. Data arrival at the endpoint of the critical path landed at 25.83 ns. Per Yosys stat, the portion of area used by sequential elements is 0.729. Yosys reports a chip area of 168,000 µm².

Layout-stage area growth over the synthesis result landed at 12.3%. The cell family contributing the most delay on the critical path is buffers and inverters. Floorplan row count landed at 237.

In this run the horizontal extent of the chip is 651 µm. Number of detailed-route iterations in the first pass landed at 6. Number of cell instances after yosys synthesis landed at 12.0k.

STA classifies the critical path startpoint as a primary input. Cell count after synthesis landed at 12.0k. Across the VDD grid, the largest voltage drop is 0.0147 mV. Pin count of the biggest net entering global routing landed at 126. Vertical extent of the die landed at 651 µm. First-pass GRT wire length landed at 864,000 µm. According to the CTS report, the clock sink count is 4,123. Routed via count landed at 110k. Placer congestion estimate landed at 1.02. Share of layout cells above drive strength 1 landed at 0.114. On the final layout, the worst clock skew is 0.0768 ns. Looking at the max-slew report, the worst-margin pin has a slew of 1.36 ns.

The detail route stage leaves a number of antenna-violating nets equal to 0. Met2 demand-to-capacity share in global routing landed at 0.417. Worst stage delay on the critical path landed at 0.72 ns. Final sum of negative setup slack landed at 0 ns.

The initial antenna violation count came to 77. STA reports the tightest min-delay check as being of type reg2reg. TritonRoute reported its final design rule violation total as 0. In this run the power density over the cells is 17.4 nW/µm². For this sky-water flow run, the detailed-routed wirelength per cell is reported as 34.7 µm. Cell count after placement landed at 17.2k. Number of buffers and inverters on the critical path landed at 8.

Core area landed at 418,000 µm². Overall routing resource usage landed at 0.320. The layout stage reports a final design area of 189,000 µm².

Among the stages of the critical path, the cell type that occurs most often is buf_4. The synthesized netlist occupies a cell area of 168,000 µm². Summed over all instances, the cell type with the most area after synthesis is edfxtp_1. Setup repair after global routing left no endpoint under its margin. The tool flagged a number of max-cap violations equal to 0. The critical path goes through buf_2 > buf_4 > inv_2 > nand3_1 > or3_1 > inv_1 > nand4_1 > o21ai_4 > buf_4 > buf_4 > buf_4 > buf_4. Total of warnings raised by yosys landed at 2. STA classifies the critical path endpoint as a flop. Critical-path maximum fanout landed at 62. Looking at the cell usage after synthesis, the top flip-flop cell is edfxtp_1.
-- layer usage --
| layer | vias to the layer above | wire length (µm) |
|---|---|---|
| met5 | - | 4810 |
| met4 | 136 | 45300 |
| met3 | 1907 | 127000 |
| met2 | 8477 | 263000 |
| met1 | 53500 | 188000 |
| li1 | 45900 | - |
-- placed cells by master, fill, tap and decap left out, types with 168 or more instances in the layout --
cell	count
a31oi_1	187
buf_4	503
edfxtp_1	4008
nand2_1	2324
nor2_1	676
nand3_1	851
a21oi_1	417
o21ai_0	168
clkbuf_16	423
mux2i_1	551
-- per-stage QoR --
step	hold WS, ns	util	setup WS, ns
6_report	0.444	0.453	78.93
3_3_place_gp	0.464	0.421	78.12
5_1_grt	0.481	0.452	78.78
4_1_cts	0.402	0.452	79.08
2_1_floorplan	0.426	-	56.93
3_5_place_dp	0.460	0.421	78.09
-- area by class of cell --
type | instances | area, µm²
Antenna cell | 121 | 303
Clock buffer | 509 | 10900
Clock inverter | 248 | 2040
Fill cell | 35900 | 229000
Inverter | 56 | 211
Multi-Input combinational cell | 6949 | 41300
Sequential cell | 4123 | 123000
Tap cell | 5497 | 6880
Timing Repair Buffer | 564 | 4550
-- report_power, final --
group | internal [mW] | switching (mW)
clock network | 0.812 | 0.637
registers | 1.81 | 0.000349
logic | 0.00287 | 0.0200
total | 2.62 | 0.657
-- worst reg2reg max path: cells and delay by family (launching register included) --
family / cells / cell delay, ns
compound gates: 9 / 3.29
xor+xnor: 1 / 0.37
buf+inv: 11 / 6.49
flops: 1 / 0.33
mux: 1 / 0.20
simple gates: 2 / 0.78
-- kinds of logic after synthesis --
family	synth area share
multiplexers	0.0524
AND/OR/NAND/NOR	0.109
buffers and inverters	0.0303
flip-flops	0.729
AND-OR/OR-AND	0.0740
other	0.0000223
XOR/XNOR	0.00472
adder cells (fa/ha/maj)	0.000669
-- state kept, by name, indices dropped and copies added, names as in the netlist, 9 cells and up --
signal                 cells
packet_to_read_i          32
packet_to_send_length     32
packet_to_send_i          32
packet_buffer           4008
data                       9
-- synthesized netlist by cell type, types with 156 or more instances --
cell and n:
clkbuf_1 321, a31oi_1 190, nand2_1 2347, buf_2 267, o21ai_0 169, buf_4 178, mux2i_1 568, nand3_1 851
a211oi_1 156, edfxtp_1 4008, a21oi_1 423, nor2_1 696
-- path summary, 6_finish.rpt --
| path | from | slack [ns] | cells past startpoint | endpoint |
|---|---|---|---|---|
| min in group clk0 | data[5] | 0.48 | 2 | data[5] |
| hold reg to reg | done_sending | 0.44 | 5 | packet_to_send_length[11] |
| setup / recovery | reset | 78.93 | 12 | packet_buffer[163][3] |
| max in group asynchronous | reset | 83.59 | 3 | ETH_MAC_STATE.StateDrop |
| hold / removal | done_sending | 0.44 | 5 | packet_to_send_length[11] |
| setup reg to reg | packet_to_send_length[26] | 92.26 | 24 | packet_buffer[440][6] |
| min in group asynchronous | reset | 20.22 | 3 | ETH_MAC_STATE.StateData0 |
| max in group clk0 | axi_str_txd_tready | 79.88 | 11 | end_of_frame |
-- what timing repair did --
action	4_1_cts	5_1_grt
endpoints found under the hold margin	1	0
endpoints found under the setup margin	0	0
buffers inserted	0	0
resized	0	0
hold buffers	1	0
Power and IR drop assume default switching activity.
